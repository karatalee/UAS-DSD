### design/flow/run.sh
#!/bin/bash
# OpenROAD 26Q1-2900-gdf79404cd8, Yosys 0.63+post, stock flow scripts
make -C /OpenROAD-flow-scripts/flow DESIGN_CONFIG=/design/flow/config.mk WORK_HOME=/design/flow/orfs finish
### design/flow/config.mk
export PLATFORM = sky130hd
export DESIGN_NAME = PC
export DESIGN_NICKNAME = PC
export VERILOG_FILES = /design/flow/design.v
export SDC_FILE = /design/flow/constraint.sdc
export NUM_CORES = 4
export LEC_CHECK = 1
export CORE_AREA = 10 10 76 76
export DIE_AREA = 0 0 86 86
### design/flow/design.v
module PC(clk,reset,jmpaddr,data,datamem_address);
	input [7:0] jmpaddr;
	input clk, reset;
	output reg [7:0] data,datamem_address;
	reg [7:0] temp;
	always@(posedge clk)
	begin
   		if(reset==1)
            		temp = 8'h00;
       		else  
			datamem_address = temp;  
            		temp = jmpaddr;
	end
	assign data = temp;
endmodule
### design/flow/constraint.sdc
current_design PC

set clk_period 1.1
set clk_io_pct 0.2

create_clock -name clk0 -period $clk_period [get_ports {clk}]

set non_clock_inputs [all_inputs -no_clocks]
set_input_delay [expr $clk_period * $clk_io_pct] -clock clk0 $non_clock_inputs
set_output_delay [expr $clk_period * $clk_io_pct] -clock clk0 [all_outputs]
==> notes.md <==
Quick summary of the implementation run below.

The yosys stat cell total is 17. STA classifies the critical path startpoint as a register. Global routing used under 10% of the available tracks. Per the hold report, the tightest min-delay path originates at jmpaddr[0].

In the final layout, the fill cell count is around 430. The total number of cells along the worst setup path is 1. Entering global routing, the biggest net connects 9 pins.

The tally of buffers added on design ports came out at 25. At the worst endpoint, the required time is ~900 ps. The average detailed-routed wire length per instance came out at just over 9 µm. The arrival time reported for the critical path endpoint is 840 ps. The cell count after synthesis is 17.

The master of the slowest instance on the critical path is sky130_fd_sc_hd__edfxtp_1. The area of the die came out at ~7400 µm². The boundary pin count is 26.

The worst slew slack as a fraction of its limit came out at 95.2%. The highest clock rate this design can be run at is ~940 MHz. The chip area estimate from yosys synthesis is 404 µm². The leading area contributor after synthesis is sky130_fd_sc_hd__edfxtp_1.

The count of hold buffers inserted by post-cts repair came out at 0. The final design area excluding fillers came out at around 800 µm². The deepest clock path buffer count is 2. The wire length of the first global-routing pass came out at 1.45 mm. The most common flop cell mapped by yosys is sky130_fd_sc_hd__edfxtp_1. Traced cell by cell, the critical path runs through dlygate4sd2_1.

For reference, the clock transition at the flip-flops on the worst setup and hold paths is 50 ps. The weighted congestion at the end of routability-driven global placement is between 0.6 and 0.7. The worst reg2reg path depth is 1. The first routing iteration left 4 violations. The capture point of the worst register-to-register path is recorded as datamem_address[0]. The run finished with clean final reports. The reported max-cap violation count came out at 0. The fraction of synthesized cell area taken by the top area cell type is 59.4%. The clock latency on the worst-skew pair is roughly 230 ps.

The initial antenna violation count came out at 0. The initial core utilization came out at under 10%. Setup repair after global routing left no endpoint under its margin. After synthesis, the netlist uses 3 different library cells. The largest voltage drop on the vdd net came out at 0.306 mV. The power report puts the leakage power at 0.324 nW.

The power per cell area came out at around 1400 nW/µm². STA reports the tightest min-delay check as being of type in -> reg. The post-synth design cell area came out at approximately 400 µm².

The number of enable-type register cells in the synthesized netlist is 8. Per the TritonCTS log, the buffer count is 3. The chip width is ~86 µm. The area taken by multi-input combinational cells is reported as 0 µm². The warning tally printed by Yosys for this design is 2.

Yosys attributes the largest share of cell area to sky130_fd_sc_hd__edfxtp_1 59%, sky130_fd_sc_hd__dfxtp_1 40%, sky130_fd_sc_hd__inv_1 0.93%. After synthesis, the most frequently instantiated cells are 8 x sky130_fd_sc_hd__dfxtp_1, 8 x sky130_fd_sc_hd__edfxtp_1, 1 x sky130_fd_sc_hd__inv_1. The critical path is of the reg -> out type.

The max-slew violation count came out at 0. The sequential-to-total area share from yosys stat came out at 99.1%. The maximum single-stage delay on the critical path came out at 360 ps. The register-to-register setup slack came out at around 430 ps.

The average cell area after synthesis is roughly 24 µm². The clock period minus worst slack is between 1000 and 1500 ps. The total of endpoints with negative setup slack in the final report came out at 0. The total core area is between 4000 and 5000 µm². The antenna diode count is 0. The via count of the first global-routing pass is a little under 300.

After synthesis, the share of flip-flops with an asynchronous set or reset is 0%. The worst clock skew is slightly above 0.5 ps. The worst path buffer plus inverter count is 1. The vertical die size came out at between 80 and 90 µm. The remaining antenna violation count came out at 0. TritonCTS built the clock tree.

After detailed routing, the number of vias per cell comes to between 2 and 2.5. The worst register-to-register path begins at temp[0]. The number of design rule violations left after detail routing is 0. The hold violation total from the final report came out at 0. TritonCTS reports the number of clock sinks as 16. The signed area change from the synthesized netlist to the final layout came out at 99.1%. The placement stage leaves a total instance area of about 730 µm². The count of standard-cell rows is 23. The end point of the worst hold path is temp[0]. The tree is rooted in a sky130_fd_sc_hd__clkbuf_8. The total number of vias is approximately 250. The total length of routed wires came out at about 940 µm.

In the hold timing report, the worst path depth is 1. The largest fanout on the critical path came out at 1. In this run the number of H-tree levels came out at 1. The sum of internal, switching and leakage power is approximately 1.2 mW. The kind of cell with the highest combined delay on the critical path is flip-flops. The flip-flop and latch count after synthesis came out at 16.

The worst hold-check slack came out at approximately 420 ps. The multi-input combinational cell count came out at 0. The worst setup path is captured at a primary output. The slew at the pin closest to its max-slew limit is slightly above 70 ps. The number of iterations in the first detailed-routing pass is 2. The remaining global-route overflow came out at 0.

The final worst-path cycle share is a little over nine tenths. OpenROAD emitted warnings numbering 25. The post-route netlist has 34.6% of its cells at a drive strength greater than 1.
-- sequential cells by signal, summed over array words and instances (netlist names) --
name	count
temp	8
datamem_address	8
-- stage by stage --
step           worst slack (ps)  instances  util, %  setup TNS [ps]
2_1_floorplan               386         17        -               0
3_3_place_gp              -16.8         94     17.8            -134
3_5_place_dp              -19.4         94     17.8            -155
4_1_cts                    22.2        102     19.5               0
5_1_grt                    4.05        102     19.6               0
6_report                   36.4        102     19.6               0
-- final cells by class --
type                    count  area (µm²)  area share (%)
flip-flops and latches     16         410            51.0
repair buffers             32         287            35.6
well taps                  50        62.6            7.78
clock buffers               3        41.3            5.13
inverters                   1        3.75           0.467
-- how the worst max path moves through the flow --
stage	slack, ps	to	from
6_report	40	datamem_address[5]	datamem_address[5]
4_1_cts	20	datamem_address[5]	datamem_address[5]
5_1_grt	4	datamem_address[5]	datamem_address[5]
-- report_power, final --
part,internal (mW),switching (mW),leakage (nW)
Clock,0.240,0.150,0.0216
Combinational,0.0718,0.0168,0.156
Sequential,0.664,0.0105,0.146
-- cells by family after synthesis --
group,after synthesis,synth area share (%)
buffers and inverters,1,0.928
DFF,16,99.1
-- what timing repair did --
action,CTS,global route
endpoints found under the hold margin,0,0
setup buffers,5,0
endpoints found under the setup margin,16,3
resized,24,3
-- metal layers --
metal	vias to the layer above	GRT usage, %	wire [µm]
met5	-	0	0
met4	0	1.50	51
met3	4	0.763	93
met2	13	4.67	531
met1	109	2.06	259
li1	128	-	-
-- placed cells by master (no fill, tap or decap) --
cell type,n
sky130_fd_sc_hd__buf_4,7
sky130_fd_sc_hd__edfxtp_1,8
sky130_fd_sc_hd__clkbuf_8,3
sky130_fd_sc_hd__dfxtp_2,8
sky130_fd_sc_hd__inv_1,1
sky130_fd_sc_hd__clkdlybuf4s15_1,3
sky130_fd_sc_hd__dlygate4sd2_1,13
sky130_fd_sc_hd__clkdlybuf4s50_1,9
No activity file was given, so power comes from the tool's default toggle rates.
