$ cat flow/config.mk
export PLATFORM = sky130hd
export DESIGN_NAME = regfile
export DESIGN_NICKNAME = regfile
export VERILOG_FILES = /design/flow/design.v
export SDC_FILE = /design/flow/constraint.sdc
export NUM_CORES = 4
export LEC_CHECK = 1
export CORE_UTILIZATION = 40
$ cat flow/constraint.sdc
current_design regfile

set clk_period 2.1
set clk_io_pct 0.2

create_clock -name clk0 -period $clk_period [get_ports {clk}]

set non_clock_inputs [all_inputs -no_clocks]
set_input_delay [expr $clk_period * $clk_io_pct] -clock clk0 $non_clock_inputs
set_output_delay [expr $clk_period * $clk_io_pct] -clock clk0 [all_outputs]
$ cat flow/design.v
module regfile (readreg1,readreg2,writereg,data,clk,clr,op,read1,read2);
	input clk,clr,op;
	input [2:0] readreg1, readreg2, writereg;
	input [7:0] data;
	output [7:0] read1, read2;
	reg [7:0] registerfile [2:0];  
	integer i;
	always @(negedge clk)  
	begin 
		if(op == 1)  
			registerfile[writereg] <= data;  
		else if(op == 0)  
		begin
			read1 = registerfile[readreg1];  
			read2 = registerfile[readreg2];  
		end
		if(clr == 1)  
			for(i = 0; i <= 3; i = i + 1)  
			begin
				registerfile[i] <= 8'b0;
			end
	end
endmodule
$ cat flow/run.sh
#!/bin/bash
# OpenROAD 26Q1-2900-gdf79404cd8, Yosys 0.63+post, stock flow scripts
make -C /OpenROAD-flow-scripts/flow DESIGN_CONFIG=/design/flow/config.mk WORK_HOME=/design/flow/orfs finish
==> insert_results.sql <==
-- generated from flow reports
INSERT INTO impl_metrics (metric_group, metric, value, unit) VALUES
('timing', 'relSlewSlack', '88.0', '%'),
('synthesis', 'synth_flop_count', '48', ''),
('floorplan', 'ios', '36', ''),
('floorplan', 'fp.dieArea', '5700', 'um^2'),
('synthesis', 'yosys.stat.seqShare', '51.9', '%'),
('route', 'route.detailed.wl_per_inst', '14.2', 'um'),
('grt', 'first_global_vias', '1724', ''),
('critical_path', 'crit_required', '1680', 'ps'),
('power', 'irDropWorstVdd', '0.430', 'mV'),
('synthesis', 'netlist_top_cells_area', 'sky130_fd_sc_hd__dfxtp_1 30%, sky130_fd_sc_hd__edfxtp_1 22%, sky130_fd_sc_hd__mux4_2 17%', ''),
('critical_path', 'worstPathArrival', '1940', 'ps'),
('grt', 'grt_antenna_before_repair', '0', ''),
('floorplan', 'die_y', '75.5', 'um'),
('finish', 'mostFrequentLayoutCells', '48 x sky130_fd_sc_hd__inv_1, 39 x sky130_fd_sc_hd__nand2b_1, 32 x sky130_fd_sc_hd__mux2i_1, 32 x sky130_fd_sc_hd__dfxtp_1', ''),
('synthesis', 'avgSynthCellArea', '13.8', 'um^2'),
('grt', 'use_met3', '11.3', '%'),
('critical_path', 'crit_path_start_kind', 'flip-flop', ''),
('cts', 'cts-buffers-inserted', '5', ''),
('route', 'antenna_violating_nets_post_route', '0', ''),
('power', 'power.static_leakage', '1.44', 'nW'),
('critical_path', 'critical_path.max_stage_delay', '390', 'ps'),
('timing', 'skew', '12.1', 'ps'),
('critical_path', 'critPathTopFamily', 'flip-flops', ''),
('timing', 'hold_viol_final', '0', ''),
('cts', 'total_number_of_h_tree_levels', '2', ''),
('route', 'routed_wl', '4570', 'um'),
('finish', 'proportion_of_layout_cells_with_a_drive_suffix_above_1', '27.4', '%'),
('synthesis', 'synthesis.instances', '156', ''),
('placement', 'place.detailed.hpwl', '2940', 'um'),
('floorplan', 'die_x', '75.5', 'um'),
('hold_path', 'hold_class', 'reg2reg', ''),
('placement', 'port_buffers', '32', ''),
('synthesis', 'ys_area', '2160', 'um^2'),
('flow_run', 'stage_log_warnings', '79', ''),
('timing', 'worst_slack', '-255', 'ps'),
('timing', 'timing.final.setup_violations', '16', ''),
('timing', 'timing_worst_slew_pin_value', '180', 'ps'),
('floorplan', 'initCoreUtil', '42.0', '%'),
('cts', 'clock_insertion_delay_worst_skew', '370', 'ps'),
('outcome', 'violated_checks', 'setup timing', ''),
('synthesis', 'synth_warnings', '3', ''),
('critical_path', 'crit_slowest_cell', 'sky130_fd_sc_hd__edfxtp_1', ''),
('cts', 'clock_tree.buffer_depth', '2', ''),
('power', 'power.density_cell_area', '739', 'nW/um^2'),
('route', 'firstDrtPassIters', '4', ''),
('timing', 'drv_slew', '0', ''),
('critical_path', 'crit_path_end_kind', 'output pin', ''),
('flow_run', 'cap_violations', '0', ''),
('finish', 'area.growth.synth_to_final', '36.4', '%'),
('route', 'detail_route.antenna_diodes', '0', ''),
('route', 'avgViaCountPerCell', '4.88', ''),
('cts', 'cts.root.buffer_cell', 'sky130_fd_sc_hd__clkbuf_8', ''),
('outcome', 'outcome', 'finished, violations left', ''),
('synthesis', 'yosysCellCount', '156', ''),
('floorplan', 'coreArea', '5140', 'um^2'),
('floorplan', 'std_cell_rows', '26', ''),
('cts', 'cts.reportedPaths.clkPinSlew', '40', 'ps'),
('critical_path', 'regToRegStartpoint', 'registerfile[3][4]', ''),
('finish', 'finalNonFillerCells', '322', ''),
('cts', 'cts_num_sinks', '48', ''),
('synthesis', 'synth_area_leader_cell', 'sky130_fd_sc_hd__dfxtp_1', ''),
('critical_path', 'timing_worst_setup_path_type', 'reg2out', ''),
('hold_path', 'worstHoldStart', 'registerfile[3][5]', ''),
('grt', 'grt.overflow.total', '0', ''),
('synthesis', 'yosys.cell_types.count', '15', ''),
('critical_path', 'cp_cell_sequence', 'buf_2', ''),
('grt', 'grt_util_all_layers', '19.3', '%'),
('grt', 'global_route_wire_length_before_repair', '7560', 'um'),
('finish', 'fillerInstances', '451', ''),
('route', 'drc', '0', ''),
('grt', 'grt_use_met1', '23.7', '%');
## stage by stage
| step | worst slack, ps | util [%] | instance area, um^2 | TNS, ps | hold slack, ps |
|---|---|---|---|---|---|
| 3_5_place_dp | -809 | 52.8 | 2720 | -41580 | 477 |
| 5_1_grt | -320 | 57.3 | 2950 | -4120 | 505 |
| 3_3_place_gp | -810 | 52.8 | 2720 | -41110 | 466 |
| 6_report | -255 | 57.3 | 2950 | -3230 | 483 |
| 4_1_cts | -264 | 57.6 | 2960 | -3490 | 488 |
| 2_1_floorplan | -222 | - | 2200 | -4510 | 455 |
## final timing paths
kind / end / slack, ps / depth (start not counted)
min: registerfile[3][5] / 480 / 2
min reg2reg: registerfile[3][5] / 480 / 2
max: read2[3] / -260 / 1
max reg2reg: read1[4] / 1050 / 1
## metal layers
metal,vias up,routed length (um)
li1,753,-
met1,758,1950
met2,54,2260
met3,5,327
met4,0,29
met5,-,0
## registers in the layout, indices dropped and copies added, names as in the netlist
name	count
registerfile	32
read2	8
read1	8
## kinds of logic (layout without fill, tap and decap cells)
group	after synthesis	in the layout	share of synthesized area, %
AND/OR/NAND/NOR	46	46	13.6
buffers and inverters	14	110	2.95
multiplexers	48	48	31.5
flip-flops	48	48	51.9
## report_power, final
| part | total [W] | switching (W) | internal, W |
|---|---|---|---|
| registers | 0.00103 | 0.0000195 | 0.00101 |
| logic | 0.000222 | 0.0000846 | 0.000138 |
| clock network | 0.000928 | 0.000564 | 0.000363 |
| total | 0.00218 | 0.000669 | 0.00151 |
## cells in the mapped netlist, drive strengths merged
master  number
nand2b      40
dfxtp       32
mux2i       32
edfxtp      16
mux4        16
buf          6
clkbuf       6
inv          2
nand3b       2
and3         1
and3b        1
nand3        1
or3b         1
## cell type report
cell class | instances | area, um^2 | area share [%]
clock inverter | 51 | 204 | 6.92
timing repair buffer | 53 | 472 | 16.0
tap | 70 | 87.6 | 2.97
multi-input combinational | 94 | 985 | 33.4
sequential | 48 | 1120 | 38.1
clock buffer | 5 | 68.8 | 2.34
inverter | 1 | 7.51 | 0.255
## what timing repair did
action                     in CTS  in global routing
resized                        73                  3
hold buffers                    0                  0
setup endpoints to repair      80                 22
pin swaps                       1                  1
cloned                          1                  0
Power and IR drop assume default switching activity.
